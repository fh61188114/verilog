$ cat flow/run.sh
#!/bin/bash
# OpenROAD 26Q1-2900-gdf79404cd8, Yosys 0.63+post, stock flow scripts
make -C /OpenROAD-flow-scripts/flow DESIGN_CONFIG=/design/flow/config.mk WORK_HOME=/design/flow/orfs finish
$ cat flow/config.mk
export PLATFORM = sky130hd
export DESIGN_NAME = tlc
export DESIGN_NICKNAME = tlc
export VERILOG_FILES = /design/flow/design.v
export SDC_FILE = /design/flow/constraint.sdc
export NUM_CORES = 4
export LEC_CHECK = 1
export CORE_UTILIZATION = 40
$ cat flow/constraint.sdc
current_design tlc

set clk_period 4.1
set clk_io_pct 0.2

create_clock -name clk0 -period $clk_period [get_ports {pclk}]

set non_clock_inputs [all_inputs -no_clocks]
set_input_delay [expr $clk_period * $clk_io_pct] -clock clk0 $non_clock_inputs
set_output_delay [expr $clk_period * $clk_io_pct] -clock clk0 [all_outputs]
$ cat flow/design.v
module tlc(pclk,prst,paddr,pvalid,prdata,pwdata,pready,state,prd_wr);
input pclk,prst,prd_wr;
input [7:0] paddr;
input [31:0] pwdata;
input pvalid;
output reg [31:0] prdata;
output reg pready;
output reg [2:0] state;
reg [2:0] next_state;
reg [31:0] red_time_reg;      
reg [31:0] yellow_time_reg;  
reg [31:0] green_time_reg;
reg [31:0] mode_reg;          
reg [31:0] status_reg;
parameter OFF = 3'b000;
parameter BLANK = 3'b001;
parameter RED = 3'b010;
parameter YELLOW = 3'b011;
parameter GREEN = 3'b100;
parameter SWITCHOFF = 3'b000;
parameter BLINK = 3'b001;
parameter MANUAL = 3'b010;
parameter HIGH = 3'b011;
parameter LOW = 3'b100;
always @ (next_state) 
	state = next_state;
always @ (posedge pclk) begin
	if (prst == 0) begin
		yellow_time_reg = 0;
		red_time_reg = 0;
		green_time_reg = 0;
		mode_reg = 0;
		status_reg = RED;
		prdata = 0;
		pready = 0;
		next_state = RED;
	end
	else begin
		if (pvalid == 1) begin
			pready = 1;
			if (prd_wr == 1) begin
				if(paddr == 8'h00) red_time_reg = pwdata;
				if(paddr == 8'h04) yellow_time_reg = pwdata;
				if(paddr == 8'h08) green_time_reg = pwdata;
				if(paddr == 8'h0C) mode_reg = pwdata;
				if(paddr == 8'h10) status_reg = pwdata;
			end
			else begin
				if(paddr == 8'h00) prdata = red_time_reg;
				if(paddr == 8'h04) prdata = yellow_time_reg;
				if(paddr == 8'h08) prdata = green_time_reg;
				if(paddr == 8'h0C) prdata = mode_reg;
				if(paddr == 8'h10) prdata = status_reg;
			end
		end
		else begin
			pready = 0;
		end
	end
end
always @ (posedge pclk) begin
	status_reg = {29'b0,state};
	case(state)
		RED : begin
			if (mode_reg == HIGH) begin
				#(red_time_reg[31:16]);
				next_state = YELLOW;
			end
			if (mode_reg == LOW) begin
				#(red_time_reg[15:0]);
				next_state = YELLOW;
			end
			if (mode_reg == BLINK) next_state = BLANK;
			if (mode_reg == MANUAL) next_state = RED;
			if (mode_reg == SWITCHOFF) next_state = OFF;
			state = next_state ;
		end
		YELLOW : begin
			if (mode_reg == HIGH) begin
				#(yellow_time_reg[31:16]);
				next_state = GREEN;
			end
			if (mode_reg == LOW) begin
				#(yellow_time_reg[15:0]);
				next_state = GREEN;
			end
			if (mode_reg == BLINK) next_state = BLANK;
			if (mode_reg == MANUAL) next_state = RED;
			if (mode_reg == SWITCHOFF) next_state = OFF;
			state = next_state ;
		end	
		GREEN : begin
			if (mode_reg == HIGH) begin
				#(green_time_reg[31:16]);
				next_state = RED;
			end
			if (mode_reg == LOW) begin
				#(green_time_reg[15:0]);
				next_state = RED;
			end
			if (mode_reg == BLINK) next_state = BLANK;
			if (mode_reg == MANUAL) next_state = RED;
			if (mode_reg == SWITCHOFF) next_state = OFF;
			state = next_state ;
		end
		BLINK : begin	
			if (mode_reg == HIGH) begin
				next_state = RED;
			end
			if (mode_reg == LOW) begin
				next_state = RED;
			end
			if (mode_reg == BLINK) next_state = YELLOW;
			if (mode_reg == MANUAL) next_state = RED;
			if (mode_reg == SWITCHOFF) next_state = OFF;
			state = next_state ;
		end	
		SWITCHOFF : begin
			if (mode_reg == HIGH) begin
				next_state = RED;
			end
			if (mode_reg == LOW) begin
				next_state = RED;
			end
			if (mode_reg == BLINK) next_state = BLANK;
			if (mode_reg == MANUAL) next_state = RED;
			if (mode_reg == SWITCHOFF) next_state = OFF;
			state = next_state ;
		end
	endcase
end
endmodule
==> run notes <==
yosys + openroad results -> setup ws final 1.08 ns, Final Hold Fails 0, # fillers 1420, first-pass GRT wire length 27.4 mm, DR pass1 iterations 4, pwr dens around 400 nW/um2, YS chip area 6320 um2, Avg WL per Cell around 17 um, RSZ-0062 raised after global routing no, Reg area around 3200 um2, Tot GR Track Use 0.220, clock tree sinks 161, I/O pins 80, register share after synthesis 0.510, Area leader share 0.510, # resized after CTS 0, post-route clock period utilization 0.737, tool warnings 25, Initial Utilization 0.413, # Cells Yosys around 740, Adders+Majority by Area 0, Placement Cell Area 7180 um2, ys async rst share 0, vias per cell ~5.5, Port Buf Inserts 76, initial antenna violation count 0, cell row count 45, post-DP HPWL 9.70 mm, area delta synth->final 21.5%, Post-Syn Instances roughly 740, CP arrival 3.32 ns, yosys xor share 0, Yosys top cell by area dfxtp_1, CTS Root Cell clkbuf_16, number of setup buffers added after CTS 0, number of CTS-inserted buffers 17, antenna cells 0, CTS tree done, Worst Hold Slack 0.446 ns, Syn Area/Cell roughly 8.5 um2, Worst EP required 4.40 ns, vias in the first global route 5273, share of cells above drive strength 1 0.116, Basic Gates by Area 0.181, Hold Buf Count CTS 0, final setup fails 0, status finished, final reports clean, Core Box Area 15300 um2, Cell area leaders dfxtp_1 51%, nand2_1 7.7%, nand3_1 7.0%, Final Skew 0.00282 ns, Finished Cell Area 7680 um2, Max IR drop VDD 0.278 mV, cell with the most instances after synthesis dfxtp_1, Crit. End Element flop, Synth flops 161, fmax 331 MHz, CTS Buffer Depth 2, Dominant comb cell AND-OR/OR-AND gates, Yosys cell types 32, Crit Path Class primary input to flop, DR iter-0 viols roughly 380, multi-input logic area 2770 um2, Late-Pin Clk Latency 0.42 ns, mux share 0.00178, pin count of the biggest net entering global routing 73, fin crit period 3.02 ns, worst slack, placed 0.672 ns, CTS H-tree lvls 4, worst hold path type flop to flop, final WL 16.6 mm, Final GP Congestion 0.794, Synthesis Warnings 71, Final ANT Viol Nets 0, GRT overflow 0, max-slew violations 0, die area 16300 um2, relative slew slack 0.369, routed vias 5487, AO/OA Area Share 0.248, Setup crit start kind primary input, total power 3.11 mW, Static Leak 2.60 nW, CP Max Fanout 16, TNS Setup 0 ns, EDFF count, synth 0, Die W 128 um, top cells by count 161 x dfxtp_1, 129 x nand2_1, 89 x nand3_1, Die H 128 um, Reg clk slew, reported paths 0.06 ns, DRC Markers 0, Syn Std Cell Area around 6300 um2, Max Cap Violations 0, measured slew at the worst slew-check pin 0.933 ns, main flop type dfxtp_1
cells by family (layout without fill, tap and decap cells):
logic type	count (synthesis)	in the layout
AOI/OAI and AO/OA	257	257
DFF	161	161
buffers and inverters	75	124
muxes	1	1
and+or+nand+nor	246	246
other	2	3
report_power, final:
group          switching, mW  internal (mW)  leakage (nW)
logic                 0.0956         0.0596          1.06
clock network          0.571          0.817         0.247
registers           0.000604           1.57          1.30
stage by stage:
step,instances,utilization
after floorplan,743,-
after global placement,977,0.469
after detailed placement,977,0.469
after CTS,1003,0.502
after global routing,1003,0.502
final,1003,0.502
layer usage:
layer | global-route usage | up-vias | part of all wire | wire length (um)
met2 | 0.334 | 138 | 0.44 | 7290
met4 | 0.0256 | 0 | 0.013 | 223
li1 | - | 2726 | - | -
met3 | 0.0400 | 22 | 0.052 | 859
met1 | 0.350 | 2601 | 0.49 | 8190
met5 | 0 | - | 0 | 0
path summary, 6_finish.rpt:
check / cells past startpoint / endpoint / slack (ns) / from
worst max-delay path: 6 / prdata[23]$_SDFFE_PN0P_ / 1.08 / paddr[4]
worst min-delay path: 2 / prdata[5]$_SDFFE_PN0P_ / 0.45 / prdata[5]$_SDFFE_PN0P_
worst max register to register: 3 / prdata[1]$_SDFFE_PN0P_ / 3.08 / mode_reg[1]$_SDFFE_PN0P_
worst min register to register: 2 / prdata[5]$_SDFFE_PN0P_ / 0.45 / prdata[5]$_SDFFE_PN0P_
placed cells by master, fill, tap and decap left out, types with 2 or more instances in the layout:
master           count
o21ai_1             37
conb_1               3
dfxtp_1            161
o22ai_1             62
a21o_1              31
buf_4               20
clkdlybuf4s50_1     75
or3_1                2
clkbuf_16           17
inv_1                2
o21ai_2             32
nand2_1            129
nand2b_1             3
o21ai_0             60
or3_2                2
clkbuf_1             4
nand3_1             89
clkbuf_8             4
a21oi_1             33
nand3_2              8
critical path: stages:
cell and delay [ns]:
clkdlybuf4s50_1 0.43, or4_1 0.70, or3_1 0.77, buf_4 0.33, o22ai_1 0.15, o21ai_0 0.10
cell type report:
cell class	instances	share of cell area
inverter	2	0.000977
clock inverter	1	0.000652
multi-input combinational	507	0.360
clock buffer	25	0.0645
tap	211	0.0344
timing repair buffer	96	0.120
sequential	161	0.420
Power figures rest on the tool's default switching activity, not on a simulated workload.
